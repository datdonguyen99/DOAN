$ cat design/flow/config.mk
export PLATFORM = sky130hd
export DESIGN_NAME = bound_flasher
export DESIGN_NICKNAME = bound_flasher
export VERILOG_FILES = /design/flow/design.v
export SDC_FILE = /design/flow/constraint.sdc
export NUM_CORES = 4
export LEC_CHECK = 1
export CORE_AREA = 10 10 111 111
export DIE_AREA = 0 0 121 121
$ cat design/flow/design.v
module bound_flasher(clk, rst_n, flick, LED);
	input clk, rst_n, flick;
	output reg [15:0]LED;
	parameter STOP = 3'b000, UP6 = 3'b001, DOWN6 = 3'b010, UP11 = 3'b011,
	DOWN11 = 3'b100, UP16 = 3'b101, DOWN16 = 3'b110, DOWNEXTRA = 3'b111;
	reg[2:0] state;
	reg[2:0] next_state;
	reg[15:0] next_LED;
	always@(posedge clk or negedge rst_n) begin
		if(!rst_n) begin
			LED <= 16'd0;
			state <= STOP;
		end
		else begin
			LED <= next_LED;
			state <= next_state;
		end
	end
	always@(*) begin
		case(state)
			STOP: begin
				next_LED = 16'd0;
				next_state = STOP;
				if(flick) begin
					next_LED = (LED << 1) | 1'b1;
					next_state = UP6;
				end
			end
			UP6: begin
				next_LED = (LED << 1) | 1'b1;
				next_state = state;
				if(next_LED == 16'h003f) begin
					next_state = DOWN6;
				end
			end
			DOWN6: begin
				next_LED = (LED >> 1);
				next_state = state;
				if(next_LED == 16'h0000) begin
					next_state = UP11;
				end
			end
			UP11: begin
				next_LED = (LED << 1) | 1'b1;
				next_state = state;
				if(flick && next_LED == 16'd63) begin
					next_state = DOWN6;
				end
				if(next_LED == 16'd2047) begin
					if(flick) begin
						next_state = DOWN11;
					end
					else begin
						next_state = DOWNEXTRA;
					end
				end
			end
			DOWN11: begin
				next_state = state;
				next_LED = (LED >> 1);
				if (next_LED == 16'd0000) begin
					next_state = UP11;
				end
			end
			DOWNEXTRA: begin
				next_LED = LED >> 1;
				next_state = state;
				if(next_LED == 16'd31) begin
						next_state = UP16;
				end
			end
			UP16: begin
				next_LED = (LED << 1) | 1'b1;
				next_state = state;
				if(flick && (next_LED == 16'd63 || next_LED == 16'd2047)) begin
					next_state = DOWNEXTRA;
				end
				if(next_LED == 16'hffff) begin
					next_state = DOWN16;
				end
			end
			DOWN16: begin
				next_LED = (LED >> 1);
				next_state = state;
				if(next_LED == 16'h0000) begin
					next_state = STOP;
				end
			end
		endcase
	end
endmodule	
$ cat design/flow/constraint.sdc
current_design bound_flasher

set clk_period 3.2
set clk_io_pct 0.2

create_clock -name clk0 -period $clk_period [get_ports {clk}]

set non_clock_inputs [all_inputs -no_clocks]
set_input_delay [expr $clk_period * $clk_io_pct] -clock clk0 $non_clock_inputs
set_output_delay [expr $clk_period * $clk_io_pct] -clock clk0 [all_outputs]
$ cat design/flow/run.sh
#!/bin/bash
# OpenROAD 26Q1-2900-gdf79404cd8, Yosys 0.63+post, stock flow scripts
make -C /OpenROAD-flow-scripts/flow DESIGN_CONFIG=/design/flow/config.mk WORK_HOME=/design/flow/orfs finish
==> results.sh <==
# implementation run metrics
export IMPL_status="finished clean"
export IMPL_fin_cells=244
export IMPL_ys_sh_mux_pct=0
export IMPL_wl_um=2800
export IMPL_numCtsBuffers=3
export IMPL_via_per_inst=3.37
export IMPL_grt_pass1_wl_um=4550
export IMPL_max_vdd_ir_drop_mv=0.381
export IMPL_place_inst=240
export IMPL_final_cell_mix="dfrtp_1, clkdlybuf4s50_1, a22o_1, nand2_1"
export IMPL_syn_cell_area_sq_mm=0.00105
export IMPL_lay_top_count="dfrtp_1"
export IMPL_p_leak_nw=0.548
export IMPL_worst_slew_pin_slew_ns=0.690
export IMPL_hpwl_um=2050
export IMPL_cts_htree_levels=1
export IMPL_power_density_mw_per_mm2=870
export IMPL_tns_ns=0
export IMPL_yosys_warnings=1
export IMPL_cts_sinks=24
export IMPL_top_logic_kind="AND-OR/OR-AND gates"
export IMPL_clockRootBuffer="clkbuf_8"
export IMPL_antenna_found_initial=0
export IMPL_firstDrtPassIters=4
export IMPL_cp_data_arrival_time_ns=2.44
export IMPL_vias=822
export IMPL_top_cell_area_share_pct=54.9
export IMPL_crit_fanout=5
export IMPL_coreArea_sq_mm=0.00986
export IMPL_avgRoutedWirePerCell_um=11.5
export IMPL_tritoncts="yes"
export IMPL_preCtsSetupSlack_ns=0.941
export IMPL_synth_top_cell_by_area="dfrtp_1"
export IMPL_yosys_cells=89
export IMPL_ctsResizeCount=0
export IMPL_min_period_over_period_pct=71.1
export IMPL_num_rows=36
export IMPL_cp_start_kind="register"
export IMPL_ys_flops=24
export IMPL_cts_setup_buffers=0
export IMPL_synth_cells=89
export IMPL_critPathCaptureType="register"
export IMPL_syn_to_final_growth_pct=40.6
export IMPL_fin_ws_ns=0.923
export IMPL_fillers=1099
export IMPL_hold_viol_final=0
export IMPL_report_final_setup_viol=0
export IMPL_dr_first_iter_drc_count=56
export IMPL_port_buffers=18
export IMPL_ys_chip_area_sq_mm=0.00105
export IMPL_dieArea_sq_mm=0.0146
export IMPL_pin_count=19
export IMPL_worstSetupPathType="reg -> reg"
export IMPL_clkSlewWorstSetupHoldPaths_ns=0.09
export IMPL_relSlewSlack_pct=53.8
export IMPL_drv_slew=0
export IMPL_grt_pass1_vias=824
export IMPL_compound_area_share_pct=21.4
export IMPL_postCtsHoldBufs=0
export IMPL_yosys_area_share_simple_pct=18.7
export IMPL_hold_class="reg -> reg"
export IMPL_ys_sh_xor_pct=0
export IMPL_adder_share_pct=0
export IMPL_clock_latency_late_pin_ns=0.26
export IMPL_diodes=0
export IMPL_finalCriticalPeriod_ns=2.28
export IMPL_clockBufferDepth=2
export IMPL_finClkSkew_ns=0.00114
export IMPL_gp_congestion=0.858
export IMPL_fp_dieW_um=121
export IMPL_fmax_mhz=439
export IMPL_syn_area_per_cell_sq_um=11.8
export IMPL_postSynthSeqShare_pct=57.4
export IMPL_log_warning_count=25
export IMPL_initial_core_util_pct=10.6
export IMPL_rsz0062_at_grt="false"
export IMPL_maxCapViolCount=0
export IMPL_synth_cell_types=27
export IMPL_drive_above_1_share_pct=15.3
export IMPL_critPathRequiredTime_ns=3.36
export IMPL_grt_usage_pct=3.79
export IMPL_grt_max_degree=25
export IMPL_drc_errors=0
export IMPL_grt_ovfl_total=0
export IMPL_dieHeight_um=121
export IMPL_topCellsByArea="dfrtp_1, a22o_1, or4_4, dfstp_2, nand2_1"
export IMPL_ant_nets=0
[metal layers]
layer	vias to the layer above	part of all wire [%]	global-route usage [%]
li1	393	-	-
met2	19	45	5.68
met1	408	49	5.47
met3	2	5.2	0.992
met5	-	0	0
met4	0	0.68	0.528
[synth_stat cells]
master and count:
a21o_1 1, nor4_1 1, nor3_1 4, a22o_2 2
inv_1 5, a31oi_1 1, o2bb2ai_1 1, o21ai_0 3
o22ai_1 1, a21oi_2 2, a22o_1 13, o21ai_1 2
nand4_1 3, or3_4 1, clkbuf_1 2, and4_1 1
nand3_1 2, a32o_1 1, or4_1 3, dfstp_2 1
and3_1 1, nand2_1 6, a31o_1 1, dfrtp_1 23
and2_1 1, nor2_1 2, or4_4 5
[cell families (layout without fill, tap and decap cells)]
family,Yosys count,after routing
AND/OR/NAND/NOR,30,30
flip-flops,24,24
AND-OR/OR-AND,28,28
buffers and inverters,7,29
[registers in the layout, summed over array words and instances, names as in the netlist]
| register | count |
|---|---|
| LED | 16 |
| state | 8 |
[power breakdown]
group | switching, W | internal, W
clock network | 0.0000989 | 0.000167
logic | 0.000176 | 0.000278
registers | 0.000148 | 0.000414
[stage by stage]
| step | hold slack, ns | cell area [sq um] | util [%] | total power [W] |
|---|---|---|---|---|
| CTS | 0.487 | 1470 | 14.9 | 0.00130 |
| finish | 0.485 | 1470 | 14.9 | 0.00128 |
| global route | 0.518 | 1470 | 14.9 | 0.00137 |
| global placement | 0.475 | 1400 | 14.2 | 0.00103 |
| floorplan | 0.344 | 1050 | - | 0.000743 |
| detailed placement | 0.474 | 1400 | 14.2 | 0.00103 |
[final timing paths]
kind | startpoint | endpoint | slack (ns) | cells past startpoint
hold / removal | state[0] | state[0] | 0.49 | 1
hold reg to reg | state[0] | state[0] | 0.49 | 1
min in group asynchronous | rst_n | state[4] | 0.74 | 2
setup / recovery | LED[9] | state[1] | 0.92 | 4
max in group asynchronous | rst_n | state[0] | 2.17 | 2
setup reg to reg | LED[9] | state[1] | 0.92 | 4
[cell type report]
class                      count  area (sq um)  area share, %
clock buffer                   3          41.3           2.80
clock inverter                 1          30.0           2.04
inverter                       5          18.8           1.27
multi-input combinational     58           420           28.5
sequential                    24           602           40.8
tap                          133           166           11.3
timing repair buffer          20           195           13.2
[critical path, stage by stage, from the launching register on]
cell and delay [ns]:
dfrtp_1 0.43, or4_4 0.55, or4_4 0.44, or4_4 0.54, a32o_1 0.22
No activity file was given, so power comes from the tool's default toggle rates.
